### flow/config.mk
export PLATFORM = sky130hd
export DESIGN_NAME = clock_divider
export DESIGN_NICKNAME = clock_divider
export VERILOG_FILES = /design/flow/design.v
export SDC_FILE = /design/flow/constraint.sdc
export NUM_CORES = 4
export LEC_CHECK = 1
export CORE_UTILIZATION = 30
### flow/constraint.sdc
current_design clock_divider

set clk_period 5.4
set clk_io_pct 0.2

create_clock -name clk0 -period $clk_period [get_ports {clock}]

set non_clock_inputs [all_inputs -no_clocks]
set_input_delay [expr $clk_period * $clk_io_pct] -clock clk0 $non_clock_inputs
set_output_delay [expr $clk_period * $clk_io_pct] -clock clk0 [all_outputs]
### flow/design.v
module clock_divider (clock, reset, divided_clocks);
  input logic reset, clock;
  output logic [31:0] divided_clocks = 0;
  always_ff @(posedge clock) begin
    divided_clocks <= divided_clocks + 1;
  end
endmodule
### flow/run.sh
#!/bin/bash
# OpenROAD 26Q1-2900-gdf79404cd8, Yosys 0.63+post, stock flow scripts
make -C /OpenROAD-flow-scripts/flow DESIGN_CONFIG=/design/flow/config.mk WORK_HOME=/design/flow/orfs finish
==> metrics.log <==
[flow] collecting metrics
INFO  metric grt_pass1_vias = between 800 and 900
INFO  metric drive_gt1_frac = 0.09816
INFO  metric grt_start_max_net_pins = 12
INFO  metric wl_per_cell = 11.40 um
INFO  metric cts.root.buffer_cell = sky130_fd_sc_hd__clkbuf_8
INFO  metric cts.sink_count = 32
INFO  metric ys_async_sr_fraction = 0
INFO  metric ctsHtreeMaxLevel = 2
INFO  metric clk_latency = about 0.28 ns
INFO  metric synthesis.yosys.warnings = 1
INFO  metric report.final.hold_viol_count = 0
INFO  metric route.antenna.remaining_nets = 0
INFO  metric floorplan.die_area = 0.004665 mm^2
INFO  metric outcome = finished clean
INFO  metric antenna_violations_before_repair = 0
INFO  metric postSynthCellCount = ~130
INFO  metric detailed_place.area = ~0.0017 mm^2
INFO  metric whs = between 0.4 and 0.5 ns
INFO  metric fp-utilization = 0.3205
INFO  metric timing.final.crit_share = 0.4265
INFO  metric cap_viol_max_count = 0
INFO  metric synth-area-yosys = 0.001319 mm^2
INFO  metric stage_log_warnings = 26
INFO  metric r2r_setup_slack = about 3.5 ns
INFO  metric power.static_leakage = 0.7040 nW
INFO  metric largest-register = divided_clocks
INFO  metric cp_top_family = buffers and inverters
INFO  metric cts_setup_buffers = 0
INFO  metric ff_latch_area = ~640 um^2
INFO  metric critical_path_class = flip-flop to output pin
INFO  metric fp-row-count = 23
INFO  metric share_comb_of_total_power = 0
INFO  metric via_count = between 900 and 1k
INFO  metric numSynthFlops = 32
INFO  metric r2r_start = divided_clocks[0]
INFO  metric synth.distinct_cells = 24
INFO  metric worst_path_largest_cell_delay = ~0.5 ns
INFO  metric netlist_area_before_placement = ~0.0013 mm^2
INFO  metric unrepaired_setup_endpoints_after_global_routing = no
INFO  metric vdd_ir_drop_max = between 0.09 and 0.1 mV
INFO  metric postCtsHoldBufs = 0
INFO  metric antenna_cells_inserted = 0
INFO  metric horiz_die_dim = around 70 um
INFO  metric post-synth-top-count-cell = sky130_fd_sc_hd__dfxtp_1
INFO  metric cts_inserted_buffers = 5
INFO  metric hold_path_class = flip-flop to flip-flop
INFO  metric final_estimated_routing_congestion_in_global_placement = between 0.7 and 0.8
INFO  metric comb_area = 634.4 um^2
INFO  metric slowest_stage = sky130_fd_sc_hd__clkdlybuf4s50_1
INFO  metric synth_stat.cells = ~130
INFO  metric hold_depth = 1
INFO  metric yosys.stat.seqShare = 0.4858
INFO  metric syn_area_per_cell = roughly 10 um^2
INFO  metric critical_path_buf_inv_count = 1
INFO  metric fin_skew = 0.003893 ns
INFO  metric max_freq = roughly 430 MHz
INFO  metric internal-power = 339.8 uW
INFO  metric finalPower = around 420 uW
INFO  metric clkPwrFrac = 0.440
INFO  metric die_height = around 70 um
INFO  metric track_usage = 0.1201
INFO  metric post_synth_most_frequent_cells = 32 x sky130_fd_sc_hd__dfxtp_1, 20 x sky130_fd_sc_hd__xor2_1, 10 x sky130_fd_sc_hd__nand3_1, 10 x sky130_fd_sc_hd__xnor2_1, 9 x sky130_fd_sc_hd__nand2_1
INFO  metric wire_length_of_the_first_global_routing_pass = 4084 um
INFO  metric required_time_worst_endpoint = 4.32 ns
INFO  metric power.sequential.fraction = 0.560
INFO  metric timing.max_slew.rel_slack = 0.6078
INFO  metric cts_tree = done
INFO  metric synth-edff-count = 0
INFO  metric totalWireLength = between 2000 and 2500 um
INFO  metric top_regs = divided_clocks: 32 flops
INFO  metric yosys.area.top_type_share = 0.4858
INFO  metric clk_pin_slew = 0.06 ns
INFO  metric totalNegativeSetupSlack = 0 ns
INFO  metric cts_buffer_depth = 2
INFO  metric port_buffers = 32
INFO  metric postSynth.topFlopCell = sky130_fd_sc_hd__dfxtp_1
INFO  metric path_cells = clkdlybuf4s50_1
INFO  metric worst_slew_pin_slew = 0.5866 ns
INFO  metric core = 0.004115 mm^2
INFO  metric worst_r2r_path_depth = 5
INFO  metric drt_iter0_markers = between 40 and 50
INFO  metric ioPinCount = 34
INFO  metric area_growth = 33.97%
INFO  metric top_area_cell = sky130_fd_sc_hd__dfxtp_1
INFO  metric r2r_end = divided_clocks[24]
INFO  metric maxSlewViolCount = 0
INFO  metric hpwlAfterDp = 1621 um
INFO  metric numPlacedInstances = ~210
INFO  metric crit_path_end_kind = output pin
INFO  metric largest_register_ff_count = 32
INFO  metric fillerInstances = roughly 380
INFO  metric synth.area.top_cells = sky130_fd_sc_hd__dfxtp_1 49%, sky130_fd_sc_hd__xor2_1 13%, sky130_fd_sc_hd__xnor2_1 6.6%
INFO  metric peak_fanout_along_the_critical_path = 6
INFO  metric holdCritStartpoint = divided_clocks[0]
INFO  metric vias_per_cell = roughly 4.5
INFO  metric final_cell_area = approximately 0.0018 mm^2
INFO  metric drt_pass1_iterations = 3
INFO  metric detail_route.drc_violations = 0
INFO  metric pwr_density = approximately 240 mW/mm^2
INFO  metric setup_violations = 0
INFO  metric setup.worst_path.start_class = flip-flop
INFO  metric critPathArrivalTime = 1.22 ns
INFO  metric power.share.switching = 0.1940
INFO  metric globalRouteOverflowTotal = 0
INFO  metric postCtsResizedCells = 0
INFO  metric final-instance-count-excl-fill = around 210
INFO  metric netSwitchingPower = slightly above 80 uW
INFO  metric worstHoldEndpoint = divided_clocks[0]
INFO  metric period_minus_slack = 2.303 ns
worst max-delay path by stage:
stage | start | endpoint | cells past startpoint
5_1_grt | divided_clocks[7] | divided_clocks[7] | 1
4_1_cts | divided_clocks[11] | divided_clocks[11] | 1
6_report | divided_clocks[2] | divided_clocks[2] | 1
area by class of cell:
cell class | count | area share
sequential | 32 | 0.3626
multi-input combinational | 86 | 0.3591
timing repair buffer | 32 | 0.1813
clock buffer | 8 | 0.05099
tap | 50 | 0.03541
inverter | 5 | 0.01062
cells in the final DEF, fill, tap and decap left out, types with 3 or more instances in the layout:
| cell | instances |
|---|---|
| sky130_fd_sc_hd__clkbuf_8 | 6 |
| sky130_fd_sc_hd__clkdlybuf4s50_1 | 32 |
| sky130_fd_sc_hd__xnor2_1 | 10 |
| sky130_fd_sc_hd__nor4_1 | 4 |
| sky130_fd_sc_hd__nand2_1 | 9 |
| sky130_fd_sc_hd__inv_1 | 5 |
| sky130_fd_sc_hd__nor3_1 | 4 |
| sky130_fd_sc_hd__nand3_1 | 10 |
| sky130_fd_sc_hd__nor4_2 | 5 |
| sky130_fd_sc_hd__nor2_1 | 6 |
| sky130_fd_sc_hd__and4_1 | 4 |
| sky130_fd_sc_hd__dfxtp_1 | 32 |
| sky130_fd_sc_hd__nand4_1 | 3 |
| sky130_fd_sc_hd__xor2_1 | 20 |
power by group through the flow:
stage,registers (mW),clock network [mW],logic (mW)
5_1_grt,0.236,0.205,0.000000401
4_1_cts,0.236,0.192,0.000000401
6_report,0.236,0.186,0.000000401
kinds of logic (layout without fill, tap and decap cells):
family / after synthesis / in the layout / share of synthesized area
XOR/XNOR: 30 / 30 / 0.1992
AND/OR/NAND/NOR: 55 / 55 / 0.2723
buffers and inverters: 9 / 45 / 0.03321
adder cells (fa/ha/maj): 1 / 1 / 0.009486
flip-flops: 32 / 32 / 0.4858
layer usage:
| layer | part of all wire | track usage | vias up |
|---|---|---|---|
| li1 | - | - | 502 |
| met1 | 0.52 | 0.1910 | 431 |
| met2 | 0.40 | 0.1581 | 29 |
| met4 | 0.011 | 0.01302 | 0 |
| met3 | 0.074 | 0.04730 | 4 |
| met5 | 0 | 0 | - |
per-stage QoR:
stage	utilization	setup slack (ns)
2_1_floorplan	-	3.825
3_3_place_gp	0.4074	3.394
3_5_place_dp	0.4074	3.394
4_1_cts	0.4293	3.083
5_1_grt	0.4293	3.009
6_report	0.4293	3.097
Power figures rest on the tool's default switching activity, not on a simulated workload.
